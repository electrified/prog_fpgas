==> design/flow/design.v <==
module decoder_7_seg(
	input CLK,
   input [3:0] D,
   output reg [7:0] SEG
   );
always @(posedge CLK) 
begin
	case(D)
    4'd0: SEG <= 8'b00000011;
    4'd1: SEG <= 8'b10011111; 
    4'd2: SEG <= 8'b00100101;
    4'd3: SEG <= 8'b00001101;
    4'd4: SEG <= 8'b10011001;
    4'd5: SEG <= 8'b01001001;
    4'd6: SEG <= 8'b01000001;
    4'd7: SEG <= 8'b00011111;
    4'd8: SEG <= 8'b00000001;
    4'd9: SEG <= 8'b00001001;
    default: SEG <= 8'b11111111;
	endcase
end
endmodule
module display_7_seg(
    input CLK,
    input [3:0] units, tens, hundreds, thousands,
    output [7:0] SEG,
    output reg [3:0] DIGIT
    );
reg [3:0] digit_data;
reg [1:0] digit_posn;
reg [23:0] prescaler;
decoder_7_seg decoder(.CLK (CLK), .SEG	(SEG), .D (digit_data));   
always @(posedge CLK)
begin
  prescaler <= prescaler + 24'd1;
  if (prescaler == 24'd50000)  
  begin
    prescaler <= 0;
    digit_posn <= digit_posn + 2'd1;
    if (digit_posn == 0)
    begin
      digit_data <= units;
      DIGIT <= 4'b1110;
    end
    if (digit_posn == 2'd1)
    begin
      digit_data <= tens;
      DIGIT <= 4'b1101;
    end
    if (digit_posn == 2'd2)
    begin
      digit_data <= hundreds;
      DIGIT <= 4'b1011;
    end	
    if (digit_posn == 2'd3)
    begin
      digit_data <= thousands;
      DIGIT <= 4'b0111;
    end	
  end
end
endmodule
module timer(
    input CLK,
    input switch_up,
    input switch_dn,
    input switch_cancel,
    input switch_start_stop,
    output [7:0] SEG,
    output [3:0] DIGIT,
    output BUZZER
    );
wire s_up, s_dn, s_cancel, s_start_stop;
debouncer d1(.CLK (CLK), .switch_input (switch_up), .trans_dn (s_up));
debouncer d2(.CLK (CLK), .switch_input (switch_dn), .trans_dn (s_dn));
debouncer d3(.CLK (CLK), .switch_input (switch_cancel), .trans_dn (s_cancel));
debouncer d4(.CLK (CLK), .switch_input (switch_start_stop), .trans_dn (s_start_stop));
reg alarm_on = 0;
alarm a(.CLK (CLK), .BUZZER (BUZZER), .enable (alarm_on));
reg [3:0] secs = 0;
reg [3:0] ten_secs = 0;
reg [3:0] mins = 1;
reg [3:0] mins_stored;
reg [3:0] unused_digit = 4'd10;  
reg [25:0] prescaler = 0;
display_7_seg display(.CLK (CLK), 
		.units (secs), .tens (ten_secs), .hundreds (mins), .thousands (unused_digit),
		.SEG (SEG), .DIGIT (DIGIT));
localparam SETTING = 0, RUNNING = 1, BEEPING = 2;
reg [1:0] state = SETTING; 
always @(posedge CLK) 
begin
  case (state)
    SETTING : begin
      handle_settings();
      if (s_start_stop)
      begin
        mins_stored <= mins;
        state <= RUNNING;
      end
    end
    RUNNING : begin
      decrement_time();
      if (s_start_stop)
      begin
        state <= SETTING;
      end
      if (s_cancel)
      begin
        reset_time();
        state <= SETTING;
      end
      if ((secs == 0) & (ten_secs == 0) & (mins == 0))
      begin
        alarm_on <= 1;
        state <= BEEPING;
      end
    end
    BEEPING : begin
      if (s_cancel)
      begin
        alarm_on <= 0;
        state <= SETTING;
        reset_time();
		end
	 end
  endcase
end
task handle_settings;
begin
  if (s_up)
  begin
    mins <= mins + 1;
    if (mins == 9)
    begin
      mins <= 1;
    end
  end
  if (s_dn)
  begin
	 mins <= mins - 1;
    if (mins == 1)
    begin
      mins <= 9;
    end
  end
end
endtask
task decrement_time;
begin
  prescaler <= prescaler + 1;
  if (prescaler == 26'd49999999)  
  begin
    prescaler <= 0;
    secs <= secs - 1;
    if (secs < 1)
    begin
      secs <= 9;
      ten_secs <= ten_secs - 1;
      if (ten_secs < 1)
      begin
        ten_secs <= 5;
        mins <= mins - 1;
      end
    end
  end
end
endtask
task reset_time;
begin
  secs <= 0;
  ten_secs <= 0;
  mins <= mins_stored;
end
endtask
endmodule
module debouncer(
    input CLK,
    input switch_input,
    output reg state,
    output trans_up,
    output trans_dn
    );
reg sync_0, sync_1;
always @(posedge CLK) 
begin
  sync_0 = switch_input;
end
always @(posedge CLK) 
begin
  sync_1 = sync_0;
end
reg [16:0] count;
wire idle = (state == sync_1);
wire finished = &count;	 
always @(posedge CLK)
begin
  if (idle)
  begin
    count <= 0;
  end
  else 
  begin
    count <= count + 16'd1;  
    if (finished)
    begin
      state <= ~state;  
    end
  end
end
assign trans_dn = ~idle & finished & ~state;
assign trans_up = ~idle & finished & state;
endmodule
module alarm(
    input CLK,
    input enable,
    output reg BUZZER
    );
reg [25:0] count;
always @(posedge CLK) 
begin
  count <= count + 1;
  if ((count == 26'd50000) & enable)  
  begin
    BUZZER <= ~ BUZZER;
    count <= 0;
  end
end
endmodule
==> design/flow/run.sh <==
#!/bin/bash
# OpenROAD 26Q1-2900-gdf79404cd8, Yosys 0.63+post, stock flow scripts
make -C /OpenROAD-flow-scripts/flow DESIGN_CONFIG=/design/flow/config.mk WORK_HOME=/design/flow/orfs finish
==> design/flow/config.mk <==
export PLATFORM = sky130hd
export DESIGN_NAME = timer
export DESIGN_NICKNAME = timer
export VERILOG_FILES = /design/flow/design.v
export SDC_FILE = /design/flow/constraint.sdc
export NUM_CORES = 4
export LEC_CHECK = 1
export CORE_UTILIZATION = 30
export SYNTH_HDL_FRONTEND = slang
==> design/flow/constraint.sdc <==
current_design timer

set clk_period 5.2
set clk_io_pct 0.2

create_clock -name clk0 -period $clk_period [get_ports {CLK}]

set non_clock_inputs [all_inputs -no_clocks]
set_input_delay [expr $clk_period * $clk_io_pct] -clock clk0 $non_clock_inputs
set_output_delay [expr $clk_period * $clk_io_pct] -clock clk0 [all_outputs]
==> CHANGELOG.md <==
### Changed

- Status: finished clean
- TritonRoute pass-1 iters: 4
- Main flop type: dfxtp_1
- IO Count: 18
- Final Hold Fails: 0
- Post-Syn Instances: 926
- Net Switching: 623 uW
- Crit-path slowest cell: dfxtp_1
- Die area: 0.0306 mm2
- Internal Pwr Total: 2.20 mW
- First-pass GRT wire length: 27.1 mm
- Top cells by area, synth: dfxtp_1 (30%), edfxtp_1 (19%), xnor2_1 (7.6%)
- Worst r2r src: d2.count[0]$_SDFF_PP0_
- Most numerous logic cell after layout: dfxtp_1
- Filler instances: 2891
- Top Layout Cells: dfxtp_1 (136), nor2_1 (118), xnor2_1 (78)
- CTS Sinks: 194
- Cell leakage power: 3.55 nW
- Setup bufs post-CTS: 0
- Initial antenna violation count: 0
- Hold WC Path Type: reg -> reg
- CP required: 5.37 ns
- Cell type with the largest total area: dfxtp_1
- CP startpoint: d2.count[0]$_SDFF_PP0_
- Logic area: 0.00429 mm2
- Row cnt: 62
- Worst vdd ir: 0.223 mV
- Clock Path Buffers: 2
- DRC Markers: 0
- H-tree levels: 4
- Tot GR Track Use: 0.107
- Critical Path AT: 2.90 ns
- Largest net degree at the start of global routing: 35
- Peak Freq: 366 MHz
- Share of cells above drive strength 1: 0.0651
- Top-area cell type share of the netlist area: 0.303
- Pins Over Slew Limit: 0
- Sequential power share: 0.556
- Post-synth regs: 194
- Vias: 6395
- Flop area: 0.00446 mm2
- Hold path startpoint: d2.sync_0$_DFF_P_
- Core area: 0.0291 mm2
- Fin cells: 1351
- Via/cell ratio: 4.73
- Hpwl dp: 10.7 mm
- Floorplan-stage core utilization: 0.309
- CTS root buffer: clkbuf_16
- Die X: 175 um
- CP bufs+invs: 0
- Clock transition at path regs: 0.07 ns
- Setup TNS: 0 ns
- Clock Power Share: 0.434
- Syn_area_per_cell: 9.70 um2
- Final setup viols: 0
- Final setup margin: 2.47 ns
- Max-cap check violation count: 0
- Seq share, synth: 0.497
- Number of enable flip-flop cells: 58
- Final WL: 15.5 mm
- Fin crit share: 0.525
- Number of global-route vias before repair: 5901
- Fin crit period: 2.73 ns
- Final GP Congestion: 0.811
- CP max FO: 8
- Switching Share: 0.221
- TritonCTS Buffers: 17
- Post-synth ARST share: 0
- PostCTS Resize Cnt: 0
- RSZ-0062 raised after global routing: false
- Actual slew at the worst max-slew pin: 0.857 ns
- Initial DRC count: 327
- Ys cells: 926
- Worst Setup Start Kind: flop
- Placed insts: 1319
- Mapped Area: 0.00898 mm2
- Worst slew margin relative to its limit: 0.424
- Clock latency (worst-skew pair): 0.43 ns
- Crit path capture type: flop
- Hold buffer count at cts: 0
- Power Density: 278 mW/mm2
- Antenna Nets Post-Route: 0
- Combinational share of power: 0.010
- Tool warning count: 39
- Power, Total: 2.82 mW
- Yosys warnings: 0
- Chip height: 175 um
- Post-Place Worst Slack: 2.48 ns
- P&R area growth vs syn: 13.2%
- CTS tree: yes
- Netlist cell types: 61
- CP max stage delay: 0.38 ns
- Grt ovf: 0
- # diodes: 0
- Yosys chip area: 0.00898 mm2
- Cell family with most CP delay: simple AND/OR/NAND/NOR gates
- Post-layout util: 0.349
- Crit path top cell by count: ha_1
- Crit-path cells: ha_1 > and3_1 > nand3_1 > nor2_1 > ha_1 > nand3b_1 > a221oi_1 > o221ai_1 > a221o_1
- Wirelength per Cell: 11.5 um
- Clk_skew: 0.0150 ns
- Input/output buffers: 16
- WS Path Type: reg -> reg
synth_stat cells, drive strengths merged, types with 2 or more instances:
library cell,n
clkbuf,13
mux2,8
nor2,118
nand4b,2
mux2i,7
nor3,27
and3,23
a211oi,5
or3,17
and2,10
nand2b,3
inv,42
o221ai,2
a221o,2
nor2b,17
a21o,2
xor2,28
o31a,2
or2,2
a31oi,5
a21oi,33
nor4bb,4
nand3b,2
nand4,43
nand3,57
nor4,26
a31o,3
nand2,61
buf,2
xnor2,78
or4,4
edfxtp,58
o31ai,3
dfxtp,136
o21ai,23
and4,12
ha,30
routing by layer:
metal	vias to the layer above	global-route usage	share of wire
met4	0	0.0101	0.0076
met1	2946	0.168	0.53
met3	7	0.0226	0.038
met2	82	0.160	0.43
met5	-	0	0
li1	3360	-	-
final cells by class:
type | count | share of cell area
tap | 384 | 0.0473
inverter | 42 | 0.0155
clock buffer | 17 | 0.0419
sequential | 194 | 0.439
timing repair buffer | 24 | 0.0217
multi-input combinational | 675 | 0.422
clock inverter | 15 | 0.0122
state kept, by name (all words and copies together), names as in the netlist, 2 cells and up:
signal               count
a.count                 26
ten_secs                 4
d2.count                17
display.decoder.SEG      7
d3.count                17
secs                     4
d4.count                17
display.prescaler       24
display.digit_posn       2
prescaler               26
state                    3
d1.count                17
display.digit_data       4
mins                     4
mins_stored              4
display.DIGIT            4
worst reg2reg max path, cell delays in order (launching register included):
cell      delay, ns
dfxtp_1        0.38
ha_1           0.19
and3_1         0.24
nand3_1        0.22
nor2_1         0.16
ha_1           0.17
nand3b_1       0.26
a221oi_1       0.35
o221ai_1       0.17
a221o_1        0.33
worst paths after layout:
kind                            end  slack, ns  cells after the start
setup / recovery  mins[3]$_DFFE_PP_       2.47                      9
hold / removal    d2.sync_1$_DFF_P_       0.34                      0
setup reg to reg  mins[3]$_DFFE_PP_       2.47                      9
hold reg to reg   d2.sync_1$_DFF_P_       0.34                      0
stage by stage:
step / hold slack (ns) / cell area, um2
2_1_floorplan: 0.310 / 8980
3_3_place_gp: 0.318 / 9610
3_5_place_dp: 0.328 / 9610
4_1_cts: 0.346 / 10200
5_1_grt: 0.355 / 10200
6_report: 0.342 / 10200
power groups by stage:
| stage | sequential, mW | clock [mW] | combinational [mW] |
|---|---|---|---|
| 6_report | 1.57 | 1.22 | 0.0290 |
| 5_1_grt | 1.57 | 1.33 | 0.0339 |
| 4_1_cts | 1.57 | 1.27 | 0.0297 |
logic make-up after synthesis:
| logic type | share of synthesized area |
|---|---|
| AND/OR/NAND/NOR | 0.252 |
| adder cells (fa/ha/maj) | 0.0418 |
| flip-flops | 0.497 |
| AND-OR/OR-AND | 0.0623 |
| XOR/XNOR | 0.103 |
| multiplexers | 0.0178 |
| other | 0.000418 |
| buffers and inverters | 0.0251 |
Power is estimated from default activity; no workload was simulated.
