File: config.mk
export PLATFORM = sky130hd
export DESIGN_NAME = tone_tester
export DESIGN_NICKNAME = tone_tester
export VERILOG_FILES = /design/flow/design.v
export SDC_FILE = /design/flow/constraint.sdc
export NUM_CORES = 4
export LEC_CHECK = 1
export CORE_UTILIZATION = 50
export SYNTH_HDL_FRONTEND = slang
File: constraint.sdc
current_design tone_tester

set clk_period 5.4
set clk_io_pct 0.2

create_clock -name clk0 -period $clk_period [get_ports {CLK}]

set non_clock_inputs [all_inputs -no_clocks]
set_input_delay [expr $clk_period * $clk_io_pct] -clock clk0 $non_clock_inputs
set_output_delay [expr $clk_period * $clk_io_pct] -clock clk0 [all_outputs]
File: design.v
module tone(
    input CLK,
    input[31:0] period,  
    output reg tone_out
    );
parameter CLK_F = 32;  
reg [5:0] prescaler = 0; 
reg [31:0] counter = 0;
always @(posedge CLK)
begin
  prescaler <= prescaler + 1;
  if (prescaler == CLK_F / 2 - 1) 
  begin
    prescaler <= 0;
    counter <= counter + 1;
    if (counter == period - 1)
    begin
      counter <= 0;
      tone_out <= ~ tone_out;
    end		
  end  
end
endmodule
module tone_tester(
    input CLK,
    output tone_1khz,
    output tone_100hz,
    output tone_12khz
    );
reg [31:0] period_1khz = 1000;
reg [31:0] period_100hz = 10000;
reg [31:0] period_12khz = 80;
tone #(50) t1(.CLK (CLK), .period (period_1khz), .tone_out (tone_1khz));
tone #(50) t2(.CLK (CLK), .period (period_100hz), .tone_out (tone_100hz));
tone #(50) t3(.CLK (CLK), .period (period_12khz), .tone_out (tone_12khz));
endmodule
File: run.sh
#!/bin/bash
# OpenROAD 26Q1-2900-gdf79404cd8, Yosys 0.63+post, stock flow scripts
make -C /OpenROAD-flow-scripts/flow DESIGN_CONFIG=/design/flow/config.mk WORK_HOME=/design/flow/orfs finish
==> run notes <==
Physical implementation

The height of the die is 109 um. The part of the power in combinational logic is 0%. After synthesis, the cell types taking the most area are edfxtp_1 52%, xnor2_1 10%, dfxtp_1 6.3%, xor2_1 5.1%, nand3_1 3.9%.

The clock skew is 0.00886 ns. In this run, CTS created clock tree buffers numbering 17. The report puts the hold buffer count at CTS at 0. The layout filler cell count is 818. Compared with the post-synthesis result, the final layout area differs by 14.2%. The power report shows net switching accounting for 18.0% of the total.

The standard cell core area is approximately 0.011 mm^2. The maximum operating frequency is roughly 440 MHz. The reg-to-reg startpoint is t3.counter[0]. Per the slew report, the remaining headroom to the max-slew limit stands at 51.5%. The number of hold-slack violations in the final timing report is 0. The script computed a power per unit cell area of 316 mW/mm^2. The count of cell instances traversed by the critical path is 1. Per report_power, the sequential group accounts for 47.0% of the total. The via count of the first global-routing pass was ~3,300. The share of the Yosys chip area taken by registers is 58.4%. The global placement routability congestion is 0.811. The detail route stage leaves a number of antenna-violating nets equal to 0. The master of the slowest instance on the critical path is clkdlybuf4s50_1. For this design the static power due to leakage is about 2.3 nW.

The met3 usage is 6.40%. Clock-pin slew was measured on the worst setup and hold paths at 0.05 ns. The post-synth area from yosys stat is 0.00571 mm^2. The sum of net half-perimeters after detailed placement is 5750 um. The number of different library cells used by synthesis comes to 38. edfxtp_1 takes more of the synthesized area than any other cell.

The root buffer cell chosen for the clock tree is clkbuf_16. The setup check on the worst reg-to-reg path leaves a slack of 3.23 ns. Per the detail_route report, routed wire per instance is approximately 14 um. The first global-routing pass estimated 15,700 um of wire. Summed over all layers, the global routing overflow is 0. The data arrival time reported for the critical path is between 1 and 1.5 ns.

The layer with the highest usage after global routing is met1. The cell count after synthesis is 476. Endpoints with negative setup slack in the final report add up to 0. The via count normalized by instance count is 5.33. The met1 global-route usage is about a third. A synthesized cell averages 12.0 um^2. The critical path launch point type is a flip-flop.

Counting both buffers and inverters, the worst setup path holds a total of 1. Wires add up to approximately 8900 um. The flow ran to the end, and the final reports show no timing, DRC or antenna violations. The worst setup path is captured at an output pin.

The slew at the pin with the worst max-slew slack is 0.723 ns. In the final layout, flip-flops and latches occupy around 0.0033 mm^2. After floorplanning, the die was sized to cover 0.0118 mm^2.

The fraction of layout instances using a drive strength above 1 is 9.77%. Setup total negative slack on the finished layout was measured at 0 ns. For this design, the sink count on the clock tree is 117. Entering global routing, the biggest net connects 39 pins. The number of cell instances on the worst register-to-register path is 5. The total of buffers placed on input and output ports is 3. After layout, the minimum clock period comes to 2.28 ns.

The required time at the worst endpoint is listed as 4.32 ns. Setup repair after global routing left no endpoint under its margin. In the Yosys report the total cell count is 476. In this run, synthesis produced a sequential element count of 117. The routed layout reports a DRC error count of 0. The cell resize tally after clock tree synthesis is 0.

As reported, the later end of the worst-skew pair has a clock insertion delay of 0.40 ns. 4 I/O pins were placed. Cell internal power was estimated by the tool at 0.00169 W. Per the CTS log, the buffer count on the longest clock path is 2. The critical path maximum fanout is 2. For reference, the critical path is captured by tone_100hz.

For reference, the critical path cell chain is clkdlybuf4s50_1. The initial antenna violation count is 0. The largest single stage delay on the critical path is 0.47 ns.

Max-cap violations in this run came to 0. The share of the core filled by cells before placement is about half. The routed layout has approximately 3,500 vias. The switching power total is 0.000370 W. The netlist area before placement is 0.00571 mm^2. For this block, the initial DRC count from the detailed router was 208. The area used by multi-input combinational logic is around 0.0023 mm^2. The worst flop-to-flop path endpoint is t3.tone_out. The clock H-tree reported by CTS has 4 levels. By startpoint and endpoint, the worst setup path is classified as flip-flop to output pin. The power report attributes to the clock group a share of 53.0%.

Cells fill around 59% of the core in the end. The TritonCTS clock tree is built. The period utilization is a little over two fifths.

Among cell families on the critical path, the largest total delay comes from buffers and inverters. The final count of pins violating max slew is 0. The total number of yosys warnings is 0.

The top cell type's share of synthesized area is 52.1%. The horizontal die dimension is 109 um. Checking hold timing, the worst path is listed with class flip-flop to flip-flop. The cell row count is 38.

The met2 global-route usage is 23.7%. The count of TritonRoute iterations in the first routing pass is 4. The buffer count from post-CTS setup fixing is 0.

According to the timing report, the critical path is launched from t2.tone_out. The total global-route track usage is between 10% and 20%. Final hold analysis gives a worst-case slack of 0.459 ns. The final antenna diode tally reported by the flow is 0.

Across all stage logs, warnings added up to 28. The highest ir drop seen on vdd is 0.410 mV.
[Yosys cell counts (all sizes together)]
| cell type | count |
|---|---|
| or4 | 2 |
| and4 | 7 |
| or3 | 2 |
| mux2 | 1 |
| xor2 | 33 |
| inv | 12 |
| nor4b | 4 |
| nor3 | 10 |
| buf | 1 |
| nor4 | 17 |
| nand3 | 48 |
| nor2 | 55 |
| or4b | 1 |
| ha | 9 |
| and3 | 11 |
| clkbuf | 2 |
| nand3b | 1 |
| dfxtp | 18 |
| xnor2 | 68 |
| nand2 | 37 |
| and2 | 5 |
| edfxtp | 99 |
| nand4 | 23 |
| or2 | 2 |
| and4b | 1 |
| nor2b | 7 |
[layer usage]
layer  vias to the layer above  wire [um]
met3                         2        399
met4                         0         40
met1                      1651       4730
met5                         -          0
li1                       1772          -
met2                        49       3780
[worst min path at each step]
stage / from / end / slack [ns] / cells after the start
CTS: t3.prescaler[0] / t3.prescaler[0] / 0.46 / 1
global route: t3.prescaler[0] / t3.prescaler[0] / 0.49 / 1
finish: t3.prescaler[0] / t3.prescaler[0] / 0.46 / 1
[cells in the final DEF (no fill, tap or decap), drive strengths merged, types with 4 or more instances in the layout]
cell type	instances
dfxtp	18
nor2b	7
nor3	10
nand2	37
and4	7
ha	9
and2	5
nand4	23
nor4b	4
buf	4
xor2	33
clkinv	4
edfxtp	99
inv	12
and3	11
nand3	48
nor4	17
nor2	55
xnor2	68
clkbuf	22
[sequential cells by signal, summed over array words and instances (netlist names)]
name	cells
t1.counter	32
t2.counter	32
t3.counter	32
t1.prescaler	6
t2.prescaler	6
t3.prescaler	6
t1.tone_out	1
t2.tone_out	1
t3.tone_out	1
[layout make-up]
cell class / instances / area share (%)
Inverter: 12 / 0.691
Timing Repair Buffer: 7 / 0.921
Multi-Input combinational cell: 344 / 35.7
Sequential cell: 117 / 51.1
Clock buffer: 22 / 6.81
Clock inverter: 10 / 2.02
Tap cell: 140 / 2.69
[metrics by stage]
step                      instance area, um^2  cells  setup WS (ns)  power, W
after detailed placement                 5940    620           3.22  0.000984
after global placement                   5940    620           3.28  0.000984
final                                    6520    652           3.12   0.00206
after floorplan                          5710    476          0.407  0.000984
after CTS                                6520    652           3.08   0.00208
after global routing                     6520    652           3.03   0.00213
[power groups by stage]
stage     registers, W       logic [W]  clock network (W)
4_1_cts       0.000966  0.000000000776            0.00111
5_1_grt       0.000965  0.000000000776            0.00116
6_report      0.000966  0.000000000776            0.00109
[worst register-to-register path: stages, from the launching register on]
cell	delay, ns
edfxtp_1	0.38
ha_1	0.19
nand3_1	0.17
or4b_2	0.68
nor3_4	0.29
and2_1	0.17
[logic make-up (layout without fill, tap and decap cells)]
group / after synthesis / count (layout) / synth area share (%)
adders and majority gates: 9 / 9 / 1.97
and+or+nand+nor: 233 / 233 / 22.8
DFF: 117 / 117 / 58.4
buffers and inverters: 15 / 51 / 1.12
muxes: 1 / 1 / 0.263
xor gates and xnor gates: 101 / 101 / 15.5
Power is estimated from default activity; no workload was simulated.
