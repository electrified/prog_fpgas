==> design.v <==
module vga(
    input CLK,   
    output HS, VS,
    output [9:0] x,
    output reg [9:0] y,
    output blank
    );
reg [9:0] xc;
assign blank = ((xc < 160) | (xc > 800) | (y > 479));
assign HS = ~ ((xc > 16) & (xc < 112));
assign VS = ~ ((y > 491) & (y < 494));
assign x = ((xc < 160)?0:(xc - 160));
always @(posedge CLK)
begin
  if (xc == 800)
  begin
    xc <= 0;
    y <= y + 1;
  end
  else begin
    xc <= xc + 2;
  end
  if (y == 524)
  begin
    y <= 0; 
  end
end
endmodule
module vga_mem(
    input CLK,
    output HS,
    output VS,
    output [2:0] RED,
    output [2:0] GREEN,
    output [1:0] BLUE
    );
wire [9:0] x, y;
reg [7:0] mem[4799:0];  
wire [12:0] mem_index;
wire [7:0] color;
initial begin
  $readmemh("flag.txt", mem);
end
vga v(.CLK (CLK), .HS (HS), .VS (VS), .x (cx), .y (y), .blank (blank));
assign mem_index = (y / 8) * 80 + x / 8;  
assign color = mem[mem_index];
assign RED = (blank?0:color[7:5]);
assign GREEN = (blank?0:color[4:2]);
assign BLUE = (blank?0:color[1:0]);
endmodule
==> run.sh <==
#!/bin/bash
# OpenROAD 26Q1-2900-gdf79404cd8, Yosys 0.63+post, stock flow scripts
make -C /OpenROAD-flow-scripts/flow DESIGN_CONFIG=/design/flow/config.mk WORK_HOME=/design/flow/orfs finish
==> config.mk <==
export PLATFORM = sky130hd
export DESIGN_NAME = vga_mem
export DESIGN_NICKNAME = vga_mem
export VERILOG_FILES = /design/flow/design.v
export SDC_FILE = /design/flow/constraint.sdc
export NUM_CORES = 4
export LEC_CHECK = 1
export CORE_AREA = 10 10 96 96
export DIE_AREA = 0 0 106 106
export SYNTH_HDL_FRONTEND = slang
export SYNTH_MEMORY_MAX_BITS = 65536
==> constraint.sdc <==
current_design vga_mem

set clk_period 2.0
set clk_io_pct 0.2

create_clock -name clk0 -period $clk_period [get_ports {CLK}]

set non_clock_inputs [all_inputs -no_clocks]
set_input_delay [expr $clk_period * $clk_io_pct] -clock clk0 $non_clock_inputs
set_output_delay [expr $clk_period * $clk_io_pct] -clock clk0 [all_outputs]
==> out/metrics.yaml <==
flow_run:
  warnings: 27
  cap_violations: 0
synthesis:
  top_cell_area_share_pct: 39.5
  yosysTopAreaCell: "dfxtp_1"
  ys_cells: 106
  flop_cell: "dfxtp_1"
  synth_cells: 106
  async_reset_ff_share_pct: 0
  ys_top_cells_by_count: "dfxtp_1, buf_4, nand2_1, nor2_1"
  ys_ff: 19
  ys_types: 31
  yosysWarningCount: 7
  synth_area_per_cell_um2: 9.09
  yosysMostFrequentCell: "dfxtp_1"
  area_leaders: "dfxtp_1, buf_4, xnor2_1, xor2_1, ha_1"
  postSynthSeqShare_pct: 39.5
  ys_chip_area_um2: 963
  edf_count: 0
  syn_area_um2: 963
placed_design:
  place_ws_ns: 0.167
  dp_hpwl_um: 1200
  gp_congestion: 0.816
  post_dp_cell_area_um2: 1080
  port_buffers: 2
floorplanning:
  die_h_um: 106
  initial_core_util_pct: 13.4
  ios: 11
  fp.coreArea_um2: 7210
  die_x_um: 106
  die_area_um2: 11200
  rows: 31
timing:
  max_freq_mhz: 542
  period_minus_slack_ns: 1.84
  skew_ns: 0.00482
  setup_ws_ns: 0.156
  setup_viol_count_final: 0
  rsz0062_at_grt: "false"
  setup_tns_ns: 0
  fin_crit_sh_pct: 92.2
  hold_viol: 0
  slew_violations: 0
routing:
  top_layer: "met3"
  initialDrtViolationCount: 69
  wl_met2_um: 674
  viasPerCell: 3.40
  m1WireLength_um: 963
  drc: 0
  wl_met3_um: 81
  drt_pass1_iterations: 4
  antenna_cells: 0
  wirelength_um: 1720
  ant_nets: 0
  route.vias.total: 720
  wl_per_cell_um: 8.11
cells_and_area:
  area_delta_synth_final_pct: 19.0
  drive_gt1_share_pct: 12.4
  fin_area_um2: 1150
clock_network:
  h-tree-depth: 1
  clk_pin_slew_worst_paths_ns: 0.07
  cts_buffers: 3
  hold_buffers: 0
  cts_tree: "done"
  cts.sinks: 19
  clk_latency_ns: 0.25
  cts_buffer_depth: 2
  clockRootBuffer: "clkbuf_8"
worst_setup_path:
  critPathRequiredTime_ns: 1.60
  path_max_fanout: 6
  end_kind: "output port"
  cp.arrival_ns: 1.44
  critical_path_class: "reg -> out"
  critPathLaunchType: "flip-flop"
outcome:
  status: "complete, no violations"
global_routing:
  grt_remaining_overflow: 0
  grt_util_all_layers_pct: 3.11
  grt_max_degree: 12
  grt_pass1_wl_um: 3050
  antenna_found_initial: 0
  grt_pass1_vias: 675
pwr:
  leakagePower_nw: 0.448
  netSwitchingFraction_pct: 20.2
  power_density_nw_per_um2: 561
  pwr-share-seq_pct: 58.3
  comb_power_share_pct: 0.1
  clockPowerShare_pct: 41.5
  p_int_mw: 0.514
  switchingPower_mw: 0.130
  irDropWorstVdd_uv: 244
min_path:
  hp-class: "reg -> reg"
-- state kept, by name, summed over array words and instances (netlist names) --
signal,cells
v.xc,9
v.y,10
-- worst paths after layout --
path                             from                   to  slack (ns)  cells past startpoint
hold / removal    v.y[8]$_SDFFE_PN0P_  v.y[8]$_SDFFE_PN0P_        0.48                      1
setup / recovery  v.y[3]$_SDFFE_PN0P_                   VS        0.16                      3
setup reg to reg   v.xc[2]$_SDFF_PP0_  v.y[3]$_SDFFE_PN0P_        0.23                      5
hold reg to reg   v.y[8]$_SDFFE_PN0P_  v.y[8]$_SDFFE_PN0P_        0.48                      1
-- critical path: stages (launching register included) --
cell and delay, ns:
dfxtp_1 0.43, and3b_1 0.23, nand4_1 0.10, clkdlybuf4s50_1 0.43
-- power by group through the flow --
stage / logic (mW) / clock network, mW / registers, mW
4_1_cts: 0.00137 / 0.273 / 0.375
5_1_grt: 0.00164 / 0.292 / 0.375
6_report: 0.000794 / 0.267 / 0.375
-- layer usage --
| layer | global-route usage [%] | vias to the layer above |
|---|---|---|
| met5 | 0 | - |
| li1 | - | 373 |
| met2 | 4.06 | 13 |
| met4 | 0.193 | 0 |
| met3 | 1.10 | 0 |
| met1 | 4.90 | 334 |
-- placed cells by master, fill, tap and decap left out, types with 2 or more instances in the layout --
cell type	netlist	routed
dfxtp_1	19	17
conb_1	1	8
nor2_1	7	7
nand2_1	7	7
nand4_1	6	6
nand3_1	6	6
xnor2_1	6	6
xor2_1	6	6
inv_1	5	5
nor3_1	5	5
ha_1	4	4
buf_4	8	4
and3_1	3	3
a21oi_1	3	3
clkbuf_8	0	3
and2_1	2	2
and4_1	2	2
dfxtp_4	0	2
-- metrics by stage --
stage	util [%]	std cells	hold slack (ns)	power, mW
floorplan	-	113	0.445	0.398
global placement	14.9	206	0.465	0.388
detailed placement	14.9	206	0.474	0.388
CTS	15.9	212	0.485	0.649
global route	15.9	212	0.520	0.669
finish	15.9	212	0.481	0.643
-- cells by family (layout without fill, tap and decap cells) --
kind of cell | after synthesis | in the layout | synth area share (%)
mux | 1 | 1 | 1.17
simple gates | 45 | 45 | 26.9
other cells | 1 | 8 | 0.389
xor+xnor | 12 | 12 | 10.9
buf+inv | 15 | 15 | 9.22
flops | 19 | 19 | 39.5
fa+ha+maj | 4 | 4 | 5.20
compound gates | 9 | 9 | 6.75
-- repair_timing --
action	4_1_cts	5_1_grt
setup buffers	2	0
endpoints found under the setup margin	1	0
resized	5	0
hold endpoints to repair	0	0
-- area by class of cell --
class / count / area [um^2]
clock buffers: 3 / 41.3
clock inverters: 1 / 5.00
fillers: 836 / 6070
inverters: 5 / 18.8
multi-input cells: 79 / 520
flip-flops and latches: 19 / 388
well taps: 99 / 124
repair buffers: 6 / 48.8
Power and IR drop assume default switching activity.
